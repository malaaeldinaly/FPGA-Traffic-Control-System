**flow/run.sh**
```bash
#!/bin/bash
# OpenROAD 26Q1-2900-gdf79404cd8, Yosys 0.63+post, stock flow scripts
make -C /OpenROAD-flow-scripts/flow DESIGN_CONFIG=/design/flow/config.mk WORK_HOME=/design/flow/orfs finish
```
**flow/constraint.sdc**
```tcl
current_design Traffic_Light_Controller

set clk_period 6.6
set clk_io_pct 0.2

create_clock -name clk0 -period $clk_period [get_ports {clk}]

set non_clock_inputs [all_inputs -no_clocks]
set_input_delay [expr $clk_period * $clk_io_pct] -clock clk0 $non_clock_inputs
set_output_delay [expr $clk_period * $clk_io_pct] -clock clk0 [all_outputs]
```
**flow/design.v**
```verilog
`timescale 1ns / 1ps
module Traffic_Light_Controller(
    input clk,
    input rst,
    output reg [2:0] lights
    );
    reg [28:0] timer;
    reg [1:0] state;
    reg [1:0] next_state;
    parameter RED = 2'b00;
    parameter RED_YELLOW = 2'b01;
    parameter GREEN = 2'b10;
    parameter YELLOW = 2'b11;
    always @ (posedge clk) begin
        if (rst)
            state <= RED;
        else
            state <= next_state;
    end
    always @ (*) begin
        case (state)
            RED: begin
                if (timer == 0)
                    next_state <= RED_YELLOW;
                else
                    next_state <= RED;
            end
            RED_YELLOW: begin
                if (timer == 0)
                    next_state <= GREEN;
                else
                    next_state <= RED_YELLOW;
            end
            GREEN: begin
                if (timer == 0)
                    next_state <= YELLOW;
                else
                    next_state <= GREEN;
            end
            YELLOW: begin
                if (timer == 0)
                    next_state <= RED;
                else
                    next_state <= YELLOW;
            end
            default: next_state <= RED;
        endcase
    end
    always @ (posedge clk) begin
        case (state)
            RED: begin
                if (timer == 0)
                    timer <= 100000000;  
                else
                    timer <= timer - 1;
            end 
            RED_YELLOW: begin
                if (timer == 0)
                    timer <= 200000000;  
                else
                    timer <= timer - 1;
            end
            GREEN: begin
                if (timer == 0)
                    timer <= 100000000;  
                else
                    timer <= timer - 1;
            end
            YELLOW: begin
                if (timer == 0)
                    timer <= 400000000;  
                else
                    timer <= timer - 1;
            end
        endcase
    end
    always @ (*) begin
        case (state)
            RED: lights = 3'b100;  
            RED_YELLOW: lights = 3'b110;  
            GREEN: lights = 3'b001;  
            YELLOW: lights = 3'b010;  
            default: lights = 3'b100;  
        endcase
    end
endmodule
```
**flow/config.mk**
```make
export PLATFORM = sky130hd
export DESIGN_NAME = Traffic_Light_Controller
export DESIGN_NICKNAME = Traffic_Light_Controller
export VERILOG_FILES = /design/flow/design.v
export SDC_FILE = /design/flow/constraint.sdc
export NUM_CORES = 4
export LEC_CHECK = 1
export CORE_UTILIZATION = 30
```
==> run notes <==
The number of detailed-route iterations in the first pass is 4, and the clock-pin slew of the registers on the worst-case setup and hold paths is 0.06 ns. The final setup violation count was 0; the post-synthesis cell count from yosys was 165. The tools report the largest voltage drop on the vdd net as 0.115 mV. The gate family responsible for the most delay along the worst path was buffers and inverters.

After layout, the minimum clock period comes to 2.69 ns. The final antenna diode tally reported by the flow is 0. The buffer_ports step reported a buffer count of 4.

For the sequential fraction of design power, the log shows 56.9%. The tools report the reg-to-reg startpoint as timer[4]. The clock power share was 42.2%. With the area of the die at 5210 sq um, the total number of clock tree sinks is 33. The worst-margin pin slew was 0.698 ns. Yosys reported a register bit count of 33. The floorplan step set the die width to 72.2 microns. The number of global-route vias before repair is 1026, and the final estimated routing congestion in global placement is 0.812. Most utilized layer in the global route result: met1. The run gives 2.54% as the met3 layer usage reported by global route. Path category of the worst min-delay check: reg -> reg. In this run, post-CTS hold repair placed 0 buffers. Kind of critical path: reg -> out.

The residual antenna-violating net count after detailed routing was 0; the combinational cell fraction of total power was 0.8%. The register area share after synthesis is 44.7%. Per the post-place timing report, worst setup slack is 4.21 ns. The run gives 0 ns as the total negative slack for setup checks.

The tree is rooted in a sky130_fd_sc_hd__clkbuf_8. Hold-check failures listed in the final report amount to 0. STA classifies the critical path startpoint as a flip-flop. STA reports a reg2reg setup slack of 4.30 ns. The run gives 0.00695 ns for the final clock skew. The floorplan step records an initial core utilization of 31.3%.

The total of fill cells in the finished design was 502. The gate-level netlist out of Yosys references 31 unique cell types. The first global-routing pass estimated 4.61 mm of wire. The CTS report gives the tree buffer count as 5. Global routing finished with a remaining overflow of 0. The worst setup path is captured at an output port. The flow ran to the end, and the final reports show no timing, DRC or antenna violations. Detailed routing inserted a total of 1090 vias. The pin count of the biggest net entering global routing is 15. The worst path meets setup with 3.91 ns of slack. Per the timing report, the biggest fanout along the worst path comes to 9. For reference, the critical path cell chain is or2_2 > clkdlybuf4s50_1. The core region is 4720 sq um. The run gives 1480 sq um for the combined area of all synthesized cells. The reported leakage power came out at 0.559 nW.

The timing report shows that the slowest cell on the worst path is sky130_fd_sc_hd__clkdlybuf4s50_1. The run gives 1 as the number of warnings issued by yosys. The remaining routing DRC violations was 0. Averaged over all synthesized cells, the footprint is 8.95 sq um. The critical path runs through a total of 2 cells. In this run the core area contains 25 standard-cell rows.

Per the OpenROAD power report, switching power amounts to 0.0691 mW. In the synthesized netlist, the number of instances is 165. The worst register-to-register path ends at timer[21]. For reference, the critical path is launched at state[3]. Clock latency on the worst-skew pair, taken at its later pin, is 0.28 ns.

The worst path required time was 5.28 ns; the fraction of final layout cells with drive strength greater than 1 was 8.77%. The report puts the cell count of the worst reg-to-reg path at 6. The internal portion of the total power is 0.285 mW. According to the timing report, the critical path is captured at lights[1]. Per the final report, max-transition violations number 0.

Per the detail_route report, routed wire per instance is 11.1 microns. Across all checked pins, the minimum headroom to the slew limit is 53.1%. Detailed-route iteration 0 reported a violation count of 23. The tools report the number of instances resized during post-cts repair as 0. From synthesis to final layout, the design area changed by 12.3%. Chip area estimate from yosys synthesis: 1480 sq um. Setup repair after global routing left no endpoint under its margin. Initial antenna violation count: 0. The global-route usage over all layers came out at 11.2%. The number of buffer and inverter instances along the worst setup path is 1. Static timing analysis puts the maximum clock frequency at 371 MHz.

For this run the detailed placement stage logged an HPWL of 1.82 mm. The floorplan step set the die height to 72.2 microns. At the worst endpoint, the arrival time is 1.37 ns. Per the CTS log, the buffer count on the longest clock path is 2. The max-cap violation count is 0, and the count of warning messages emitted by the tools is 25. The critical path's largest stage delay is 0.40 ns, and the overall routed net length is 2.64 mm. The worst path uses 40.8% of the clock period. The report lists the power per cell area as 214 nW/um^2. The H-tree generated during clock tree synthesis spans 2 levels. With the global-route met1 utilization at 17.4%, the via-per-instance ratio is 4.58. Global routing consumed, on the met2 layer, 16.8% of the routing resources. The power report shows net switching accounting for 19.5% of the total.

The logs give 0 for the number of setup buffers added after CTS and 5 for the number of top-level pins. TritonCTS built the clock tree.
## power groups by stage
stage / logic [mW] / registers [mW] / clock network (mW)
6_report: 0.00299 / 0.202 / 0.149
5_1_grt: 0.00334 / 0.202 / 0.162
4_1_cts: 0.00305 / 0.202 / 0.155
## cell families after synthesis
logic type	share of synthesized area [%]
AOI/OAI and AO/OA	6.78
muxes	0.763
and+or+nand+nor	29.7
DFF	44.7
xor gates and xnor gates	14.2
adders and majority gates	0.847
buffers and inverters	2.97
## area by class of cell
type                    count  area, sq um  area share [%]
multi-input cells         124          772            46.6
well taps                  67         83.8            5.06
flip-flops and latches     33          661            39.8
inverters                   2         7.51           0.453
clock buffers               7         86.3            5.21
repair buffers              5         47.5            2.87
## metrics by stage
step	cells	utilization, %	hold WS [ns]	power, mW	instance area, sq um
6_report	238	35.1	0.457	0.354	1660
5_1_grt	238	35.1	0.481	0.367	1660
4_1_cts	238	35.1	0.461	0.360	1660
3_5_place_dp	231	33.3	0.452	0.209	1570
3_3_place_gp	231	33.3	0.442	0.209	1570
2_1_floorplan	165	-	0.426	0.208	1480
## cells in the mapped netlist
cell type                   count  area [sq um]
sky130_fd_sc_hd__clkbuf_1       2          7.51
sky130_fd_sc_hd__inv_1          2          7.51
sky130_fd_sc_hd__nand2_1       13          48.8
sky130_fd_sc_hd__nor2b_1        2          12.5
sky130_fd_sc_hd__a21oi_1       12          60.1
sky130_fd_sc_hd__o21ai_0        2          10.0
sky130_fd_sc_hd__buf_4          1          7.51
sky130_fd_sc_hd__nor4_1        10          62.6
sky130_fd_sc_hd__nor3_2         2          20.0
sky130_fd_sc_hd__nand2b_1       1          6.26
sky130_fd_sc_hd__mux2_2         1          11.3
sky130_fd_sc_hd__or2_2          2          12.5
sky130_fd_sc_hd__nand3_1        3          15.0
sky130_fd_sc_hd__ha_1           1          12.5
sky130_fd_sc_hd__or3_1          4          25.0
sky130_fd_sc_hd__nor4_4         1          21.3
sky130_fd_sc_hd__dfxtp_1       33           661
sky130_fd_sc_hd__nor3_1         9          45.0
sky130_fd_sc_hd__nand3b_1       2          15.0
sky130_fd_sc_hd__o21bai_1       2          15.0
sky130_fd_sc_hd__xor2_1         9          78.8
sky130_fd_sc_hd__a31oi_1        1          6.26
sky130_fd_sc_hd__buf_2          2          10.0
sky130_fd_sc_hd__buf_6          1          11.3
sky130_fd_sc_hd__and3_1         1          6.26
sky130_fd_sc_hd__nor2_1        24          90.1
sky130_fd_sc_hd__nand4_1        1          6.26
sky130_fd_sc_hd__nand4_2        2          25.0
sky130_fd_sc_hd__nand4b_1       3          26.3
sky130_fd_sc_hd__o2bb2ai_1      1          8.76
sky130_fd_sc_hd__xnor2_1       15           131
## metal layers
layer,routed length [microns],vias up
met2,1060,14
li1,-,583
met1,1470,491
met3,89,2
met5,0,-
met4,22,0
## cell usage in the layout (no fill, tap or decap), drive strengths merged, types with 3 or more instances in the layout
master          n
nor2           24
nor3           11
nor4           11
xor2            9
dfxtp          33
nand3           3
nand2          13
clkdlybuf4s50   4
a21oi          12
or3             4
nand4b          3
xnor2          15
nand4           3
clkbuf          7
## how the worst min path moves through the flow
stage	from	end	slack, ns	cells past startpoint
6_report	timer[0]	timer[0]	0.46	1
5_1_grt	timer[0]	timer[0]	0.48	1
4_1_cts	timer[0]	timer[0]	0.46	1
## sequential cells by signal, summed over array words and instances, names as in the netlist
name   flops
timer     29
state      4
Power is estimated from default activity; no workload was simulated.
