### design/flow/design.v
module Serial_Bit_Sequence_Detector(
    input clk,
    input rst,
    input bit_in,
    output reg sequence_detected
    );
    reg [2:0] state;
    reg [2:0] next_state;
    parameter IDLE = 3'b000;
    parameter S1 = 3'b001;
    parameter S10 = 3'b010;
    parameter S101 = 3'b011;
    always @(posedge clk or posedge rst) begin
        if (rst)
            state <= IDLE;
        else
            state <= next_state;
    end
    always @(*) begin
        case (state)
            IDLE: begin
                if (bit_in)
                    next_state <= S1;
                else
                    next_state <= IDLE;
            end
            S1: begin
                if (bit_in)
                    next_state <= S1;
                else
                    next_state <= S10;
            end
            S10: begin
                if (bit_in)
                    next_state <= S101;
                else
                    next_state <= IDLE;
            end
            S101: begin
                next_state <= IDLE;
            end
            default: next_state <= IDLE;
        endcase
    end
    always @(posedge clk or posedge rst) begin
        if (rst)
            sequence_detected <= 0;
        else if (state == S101)
            sequence_detected <= 1;
        else
            sequence_detected <= 0;
    end
endmodule
### design/flow/run.sh
#!/bin/bash
# OpenROAD 26Q1-2900-gdf79404cd8, Yosys 0.63+post, stock flow scripts
make -C /OpenROAD-flow-scripts/flow DESIGN_CONFIG=/design/flow/config.mk WORK_HOME=/design/flow/orfs finish
### design/flow/config.mk
export PLATFORM = sky130hd
export DESIGN_NAME = Serial_Bit_Sequence_Detector
export DESIGN_NICKNAME = Serial_Bit_Sequence_Detector
export VERILOG_FILES = /design/flow/design.v
export SDC_FILE = /design/flow/constraint.sdc
export NUM_CORES = 4
export LEC_CHECK = 1
export CORE_AREA = 10 10 70 70
export DIE_AREA = 0 0 80 80
### design/flow/constraint.sdc
current_design Serial_Bit_Sequence_Detector

set clk_period 1.1
set clk_io_pct 0.2

create_clock -name clk0 -period $clk_period [get_ports {clk}]

set non_clock_inputs [all_inputs -no_clocks]
set_input_delay [expr $clk_period * $clk_io_pct] -clock clk0 $non_clock_inputs
set_output_delay [expr $clk_period * $clk_io_pct] -clock clk0 [all_outputs]
==> summary.txt <==
Flow results are below.

- Per the detail_route report, vias per standard cell equal 1.609.
- The cell family with the largest share of critical-path delay is flip-flops, for reference.
- The aggregate global-route resource usage is 1.346%, for reference.
- CTS added clock buffers totalling 3.
- The sequential-to-total area share from yosys stat is 78.29%, for reference.
- In this run the worst hold path is classified as primary input to asynchronous set/reset pin.
- The core area is 3416 µm², for reference.
- The chip area is 6400 µm², for reference.
- The run finished with clean final reports.
- The detail route stage leaves a number of antenna-violating nets equal to 0.
- Before placement the cells fill 4.725% of the core.
- After filler insertion, the fill cell instance count of the layout stands at 406.
- The number of H-tree levels is 1, for reference.
- The global-route wire length before repair is 614 µm, for reference.
- The async set or reset register ratio after synthesis is 100.0%, for reference.
- For this design, Yosys synthesis ends with a cell count of 11.
- Per the finish-stage timing summary, setup violations number 0.
- For reference, the placement row count at floorplan is 21.
- The power density over the cells is 1634 nW/µm², for reference.
- The total via count after detailed routing is 103, for reference.
- The maximum number of pins on one net before global-route repair is 6, for reference.
- The synthesized cell area is 161.4 µm², for reference.
- The time the final worst path needs with I/O delays and setup is 1.049 ns, for reference.
- The dominant register cell is dfrtp_1, for reference.
- The synthesized instance count is 11, for reference.
- The via count of the first global-routing pass came to 127.
- After its last routability iteration, the placer logged a weighted congestion of 0.6261.
- TritonCTS built the clock tree.
- Post-route period utilization is reported as 95.36%.
- The share of total power dissipated in sequential elements is 46.3%.
- The average wire per standard cell is 5.000 µm, for reference.
- Looking at the power breakdown, combinational cells take 5.6% of the total.
- Setup repair after global routing left no endpoint under its margin.
- For this design the top-level I/O count stands at 4.
- Listed in order, past its start point the critical path passes dlygate4sd2_1.
- After routing, the total negative slack on setup checks comes to 0 ns.
- Per the breakdown, switching nets consume 21.15% of all power.
- On the worst path, the slowest cell contributes a delay of 0.34 ns.
- The area share of the leading cell type in the synthesized netlist is 62.02%, for reference.
- The reg2reg setup slack is 0.35 ns, for reference.
- The worst setup path is launched from a flip-flop.
- The slew check shows that the tightest pin keeps a relative margin of 88.20%.
- The final layout contains routed wiring with a total length of 320 µm.
- The cell at the slowest stage of the critical path is dfrtp_1, for reference.
- Per the power-grid run, VDD falls by no more than 0.5076 mV.
- The required time at the worst-slack endpoint is 0.88 ns, for reference.
- The cell internal power dissipation is 353.0 µW, for reference.
- The starting DRC count in detailed routing is 1, for reference.
- The number of port buffers is 3, for reference.
- The maximum root-to-sink buffer count is 2, for reference.
- Based on the critical path, the design can be clocked at up to 0.9534 GHz.
- Looking at the power breakdown, the clock network takes 48.1% of the total.
- The average instance area after synthesis is 14.67 µm², for reference.
- Per the OpenROAD power report, switching power amounts to 94.72 µW.
- The transition time recorded at the tightest slew-check pin is 0.1768 ns.
- For reference, the final report shows the max-slew violation count at 0.
- The floorplan step set the die width to 80 µm.
- The vertical die dimension reported for this design is 80 µm.
- Across all hold checks on the routed design, the worst slack comes to 0.1844 ns.
- The cell type that accounts for the most area after synthesis is dfrtp_1.
- Prior to clock tree synthesis, the placed netlist has a worst setup slack of 0.1013 ns.
- The share of final-layout standard cells stronger than drive strength 1 is 22.22%, for reference.
- Per the skew report, the later register of the worst-skew pair sees a clock latency of 0.24 ns.
- In this run, synthesis inferred 0 flip-flops with an integrated enable.
- Data on the critical path arrives at its endpoint at 0.83 ns.
- In the placement report, post-DP HPWL is listed as 247.6 µm.
- The total overflow left after global routing is 0.
- The main area contributors are dfrtp_1 (62%), dfstp_2 (16%), o21a_1 (4.7%), o21bai_1 (4.7%), and2_1 (3.9%).
- The number of diodes is 0, for reference.
- The tree built by TritonCTS fans out to 5 sinks.
- The total of flip-flops plus latches after synthesis is 5, for reference.
- Yosys reports a chip area of 161.4 µm².
- For this run the top cell type by instance count after synthesis was dfrtp_1.
- The Yosys warning count is 1, for reference.
- The setup slack after layout is 0.05107 ns, for reference.
- For reference, the clock transition at the flip-flops on the worst setup and hold paths is 0.04 ns.
- The post-synthesis to final-layout area growth is 69.77%, for reference.
- The stage logs contain a warning count of 25.
- The category of the critical setup timing path is flip-flop to primary output, for reference.
- For this run, design rule violations remaining after detail routing come to 0.
- The timing report notes that buffer and inverter cells on the critical path total 1.
- Looking at the critical path, the highest net fanout was 1.
- The initial antenna violation count was 0.
- The endpoint class of the critical path is a primary output, for reference.
- The count of max-cap constraint violations is 0, for reference.
- Between clock sinks in the finished design, the worst skew comes to 0.0004934 ns.
- The power report puts the leakage power at 0.0001129 µW.
- Counting distinct cell types in the post-synthesis netlist gives 8.
- Clock tree synthesis selected as its root buffer the cell clkbuf_4.
- Endpoints failing hold in the final report were tallied at 0.
- The number of detailed-routing iterations run before antenna repair is 2, for reference.
[power by group through the flow]
stage / Combinational [µW] / Clock, µW / Sequential, µW
after CTS: 25.6 / 224 / 207
after global routing: 29.1 / 253 / 209
final: 24.9 / 215 / 207
[registers in the layout (all words and copies together) (netlist names)]
signal,cells
state,4
sequence_detected,1
[final cells by class]
cell class                      count  area (µm²)  area share (%)
Timing Repair Buffer                3       28.78           10.50
Sequential cell                     5       126.4           46.12
Clock buffer                        4       26.28           9.589
Multi-Input combinational cell      5       31.28           11.42
Tap cell                           46       57.56           21.00
Inverter                            1       3.754           1.370
[final timing paths]
| check | startpoint | endpoint | cells past startpoint |
|---|---|---|---|
| max in group asynchronous | rst | state[0]$_DFF_PP1_ | 2 |
| worst min-delay path | rst | state[3]$_DFF_PP0_ | 2 |
| worst min register to register | state[3]$_DFF_PP0_ | sequence_detected$_DFF_PP0_ | 0 |
| worst max register to register | state[0]$_DFF_PP1_ | state[0]$_DFF_PP1_ | 2 |
| worst max-delay path | sequence_detected$_DFF_PP0_ | sequence_detected | 1 |
| min in group clk0 | state[3]$_DFF_PP0_ | sequence_detected$_DFF_PP0_ | 0 |
[what timing repair did]
| item | CTS | global route |
|---|---|---|
| hold endpoints to repair | 0 | 0 |
| setup endpoints to repair | 1 | 0 |
| gates resized | 1 | 0 |
| buffers inserted | 0 | 0 |
| hold buffers | 0 | 0 |
[stage by stage]
step | cell area, µm² | instances | power (µW) | util, %
after CTS | 274.0 | 64 | 457.0 | 8.022
after detailed placement | 249.0 | 60 | 236.1 | 7.289
after floorplan | 161.4 | 11 | 220.7 | -
after global placement | 249.0 | 60 | 233.5 | 7.289
final | 274.0 | 64 | 447.7 | 8.022
after global routing | 274.0 | 64 | 491.8 | 8.022
[per-layer routing]
metal  part of all wire [%]  global-route usage [%]
met5                      0                       0
met4                      0                  0.3521
met3                     21                   1.932
met2                     24                   1.043
met1                     54                   1.740
[logic make-up (layout without fill, tap and decap cells)]
group / after synthesis / in the layout / synth area share [%]
buf+inv: 1 / 8 / 2.323
compound gates: 2 / 2 / 9.306
flops: 5 / 5 / 78.30
simple gates: 3 / 3 / 10.08
[placed cells by master (no fill, tap or decap), drive strengths merged]
cell type / instances
nor2: 1
clkdlybuf4s50: 2
inv: 1
o21a: 1
clkbuf: 4
nor2b: 1
dfrtp: 4
o21bai: 1
dfstp: 1
and2: 1
dlygate4sd2: 1
Power figures rest on the tool's default switching activity, not on a simulated workload.
