## flow/design.v

```verilog
module Clock_Divider(
    input clk_in,
    input rst,
    output reg clk_out
    );
    reg [31:0] counter;
    parameter DIVISOR = 50000000;  
    always @(posedge clk_in or posedge rst) begin
        if (rst) begin
            counter <= 0;
            clk_out <= 0;
        end else begin
            if (counter >= (DIVISOR - 1)) begin
                counter <= 0;
                clk_out <= ~clk_out;
            end else begin
                counter <= counter + 1;
            end
        end
    end
endmodule
```

## flow/run.sh

```bash
#!/bin/bash
# OpenROAD 26Q1-2900-gdf79404cd8, Yosys 0.63+post, stock flow scripts
make -C /OpenROAD-flow-scripts/flow DESIGN_CONFIG=/design/flow/config.mk WORK_HOME=/design/flow/orfs finish
```

## flow/config.mk

```make
export PLATFORM = sky130hd
export DESIGN_NAME = Clock_Divider
export DESIGN_NICKNAME = Clock_Divider
export VERILOG_FILES = /design/flow/design.v
export SDC_FILE = /design/flow/constraint.sdc
export NUM_CORES = 4
export LEC_CHECK = 1
export CORE_UTILIZATION = 40
```

## flow/constraint.sdc

```tcl
current_design Clock_Divider

set clk_period 4.0
set clk_io_pct 0.2

create_clock -name clk0 -period $clk_period [get_ports {clk_in}]

set non_clock_inputs [all_inputs -no_clocks]
set_input_delay [expr $clk_period * $clk_io_pct] -clock clk0 $non_clock_inputs
set_output_delay [expr $clk_period * $clk_io_pct] -clock clk0 [all_outputs]
```

==> notes.md <==
State of the implementation.

- Per the timing report, the achievable frequency comes out to 425 MHz.
- The routed layout reports a DRC error count of 0.
- The leakage power in the latest report is 0.000662 uW.
- In this run, the synthesized area fraction spent on xor and xnor cells is recorded as 6.30%.
- The total antenna diodes in the routed design is 0, for reference.
- Of the total synthesized cell area, the portion taken by full adders, half adders and majority gates is 0.750%.
- The cell type that accounts for the most area after synthesis is dfrtp_1.
- In this run, flip-flops and latches consume 54.6% of the power.
- Per the log, the first TritonRoute iteration ended with a DRC count of 40.
- For this run the detailed placement stage logged an HPWL of 2.01 mm.
- The count of pins over their slew limit is 0, for reference.
- The number of storage elements in the synthesis netlist is 33, for reference.
- After Yosys synthesis, AND-OR and OR-AND compound gates account for 13.9% of the synthesized area.
- The initial cell density of the core is 41.7%, for reference.
- The total power consumption of the routed design is 635 uW, for reference.
- The wire length after detailed routing is 2.86 mm, for reference.
- The minimum clock period is 2.35 ns, for reference.
- The top cell type by area accounts for 49.5% of the synthesized area.
- The clock network fraction of design power is 42.0%, for reference.
- The post-synthesis to final-layout area growth is 10.5%, for reference.
- After synthesis, the design contains 155 cells according to Yosys.
- The main area contributors are dfrtp_1 50%, nor2_2 4.9%, or4_1 4.1%.
- CTS added clock buffers totalling 5.
- The design internal power is 509 uW, for reference.
- The power report shows net switching accounting for 19.9% of the total.
- The type of the worst setup path is register to register, for reference.
- In this run the critical register-to-register path is captured at counter[15].
- The main flop type is dfrtp_1, for reference.
- The clock tree from TritonCTS is done, for reference.
- The flow ran to the end, and the final reports show no timing, DRC or antenna violations.
- The latest clock arrival within the worst-skew pair is 0.28 ns, for reference.
- After routing the design area is 1840 um^2.
- The final-layout worst hold slack is 0.491 ns, for reference.
- The post-synthesis cell area is 1670 um^2, for reference.
- The routed layout has 1186 vias.
- The number of unique standard cell types used by synthesis is 36, for reference.
- Fill cells in the final layout number 380.
- The average wire per standard cell is 13.2 um, for reference.
- For this run, the chip area from Yosys synthesis comes to 1670 um^2.
- Setup repair after global routing left no endpoint under its margin.
- The capture point of the critical path is counter[15], for reference.
- The worst register-to-register path depth is 6.
- Of all flip-flops after synthesis, the portion carrying an async set or reset was 100%.
- The post-cts gate resize count is 0, for reference.
- The per-cell via count in the routed design is 5.47, for reference.
- The critical path launch point type is a register, for reference.
- The iteration tally of the first detailed-router pass is 3, for reference.
- The clock transition time at the flip-flop clock pins of the worst setup and hold paths is 0.07 ns, for reference.
- The endpoint class of the critical path is a register, for reference.
- The headroom to the max-slew limit is 55.3%, for reference.
- The OpenROAD report gives the critical path a data arrival time of 2.51 ns.
- The fraction of layout instances using a drive strength above 1 is 21.6%, for reference.
- Max fanout on the critical path was recorded as 19.
- The maximum count of clock buffers along a single path is 2, for reference.
- The minimum setup slack among reg-to-reg paths is 1.65 ns, for reference.
- The number of failing setup endpoints in the final timing report is 0, for reference.
- Buffers inserted to repair hold after CTS numbered 0.
- The tool flagged a number of max-cap violations equal to 0.
- Yosys mapped a number of flops with a built-in enable equal to 0.
- The synthesis report lists the Yosys warning total as 1.
- The beginning of the worst register-to-register path is counter[0], for reference.
- The floorplan has 23 rows.
- In the finished design, the share of the clock period the worst path needs comes to 58.9%.
- The most critical setup path has its startpoint at counter[0].
- The sum of negative setup slack is 0 ns, for reference.
- Cells fill 46.1% of the core in the end.
- The detail route stage leaves a number of antenna-violating nets equal to 0.
- The area of the die is 4430 um^2, for reference.
- The worst supply voltage drop on vdd is 0.248 mV, for reference.
- Looking at the post-CTS report, the setup buffer insertion count equals 0.
- From bottom edge to top edge, the die measures 66.6 um.
- The first global-routing pass estimated 5.31 mm of wire.
- For this design, the sink count on the clock tree is 33.
- The power dissipated by switching net loads is 127 uW, for reference.
- The class of the most critical hold timing path is register to register, for reference.
- The buffer cell driving the clock tree root is clkbuf_8, for reference.
- Dividing the synthesized area by the synthesized cell count gives 10.8 um^2.
- The final number of hold-violating endpoints is 0, for reference.
- Pin placement for this block handled 3 I/O pins.
- The aggregate global routing overflow is 0, for reference.
- The overall routing resource usage is 16.1%, for reference.
- The total core area is 4000 um^2, for reference.
- The multiplexer share of the synthesized area is 0%, for reference.
- The instance count of the mapped netlist is 155, for reference.
- The placement summary gives the final routability congestion estimate as 0.783.
- OpenROAD emitted warnings numbering 25.
- The maximum number of pins on one net before global-route repair is 34, for reference.
- The maximum level of the CTS H-tree is 2, for reference.
- At the pin with the least slew margin, the transition time is 0.669 ns.
- The via count of the first global-routing pass is 1155, for reference.
- Port buffering added 2 buffers.
- Once placement finished, the instance area stood at 1740 um^2.
- The x dimension of the die is 66.6 um, for reference.
- The share of total power dissipated in combinational logic is 3.4%.
- The critical path endpoint has a required time of 4.15 ns.
- The share of the yosys chip area belonging to registers is 49.5%, for reference.
- The number of antenna violations at the first check in global routing is 0, for reference.
- The power per cell area is 345 nW/um^2, for reference.
- The maximum clock skew at final layout is 0.00430 ns, for reference.
- The simple-gate area share of the yosys netlist is 26.1%, for reference.
- The largest combinational cell category by area is simple AND/OR/NAND/NOR gates, for reference.
-- Yosys cell counts, types with 2 or more instances --
library cell	instances
a21oi_2	7
nor4_1	3
nand2_1	13
inv_1	3
xnor2_1	5
nor2_2	13
nand3_1	8
xor2_1	7
a21oi_1	7
o31ai_1	7
buf_6	3
and3_1	2
or3_1	4
nand4_1	5
dfrtp_1	33
or4_1	9
o21ai_0	5
and4_1	3
-- power by group through the flow --
stage | sequential (uW) | combinational [uW] | clock, uW
final | 347 | 21.6 | 267
after global routing | 348 | 24.9 | 293
after CTS | 347 | 22.9 | 276
-- flip-flops by register name, indices dropped and copies added (netlist names) --
| register | count |
|---|---|
| clk_out | 1 |
| counter | 32 |
-- through the flow --
stage / setup slack [ns] / std cells
2_1_floorplan: 2.09 / 160
3_3_place_gp: 1.72 / 209
3_5_place_dp: 1.62 / 209
4_1_cts: 1.62 / 217
5_1_grt: 1.48 / 217
6_report: 1.65 / 217
-- placed cells by master, fill, tap and decap left out, types with 2 or more instances in the layout --
cell             instances
a21oi_1                  7
a21oi_2                  7
and3_1                   2
and4_1                   3
buf_4                    2
clkbuf_8                 7
clkdlybuf4s50_1          2
conb_1                   6
dfrtp_1                 33
inv_1                    3
nand2_1                 13
nand3_1                  8
nand4_1                  5
nor2_2                  13
nor4_1                   3
o21ai_0                  5
o31ai_1                  7
or3_1                    4
or4_1                    9
xnor2_1                  5
xor2_1                   7
-- area by class of cell --
type,instances,area [um^2],share of cell area (%)
repair buffers,4,35.0,1.90
well taps,50,62.6,3.39
flip-flops and latches,33,826,44.8
multi-input cells,119,807,43.8
clock buffers,7,96.3,5.23
inverters,3,11.3,0.611
clock inverters,1,5.00,0.272
-- critical path, cell delays in order (launching register included) --
cell and delay (ns):
dfrtp_1 0.42, ha_1 0.25, and4_4 0.28, a211oi_2 0.09, o41ai_4 0.69, buf_4 0.42, a21oi_1 0.07
-- layer usage --
layer | track usage, % | part of all wire, %
met5 | 0 | 0
met2 | 24.7 | 47
met4 | 2.66 | 1.8
met3 | 3.30 | 2.6
met1 | 25.0 | 48
-- logic make-up after synthesis --
| family | after synthesis |
|---|---|
| buf+inv | 8 |
| xor+xnor | 12 |
| compound gates | 30 |
| fa+ha+maj | 1 |
| flops | 33 |
| simple gates | 70 |
| other cells | 1 |
-- worst min path at each step --
stage / from / to / slack [ns] / cells after the start
after global routing: clk_out / clk_out / 0.52 / 1
after CTS: clk_out / clk_out / 0.49 / 1
final: clk_out / clk_out / 0.49 / 1
Power and IR drop assume default switching activity.
